==> design/flow/design.v <==
module I2C_TOP
(
	input wire clk,   
	input wire rst,   
	inout i2c_sda,      
	inout wire i2c_scl  
	);
	reg [6:0] addr;
	reg [7:0] data_in;
	reg enable;
	reg rw;
	wire [7:0] data_out;
	wire ready;
	reg [7:0] state;
	wire nRst;
	wire ready_for_repeated_start;
	wire data_rdy;
	wire write_done;
	assign nRst = ~rst;
	localparam IDLE = 0;
	localparam ADDRESS = 1;
	localparam WRITE = 2;
	localparam READ = 3;
	localparam DELAY = 4;
	localparam WAIT_FOR_BUSY = 5;
	localparam WAIT_FOR_READY = 6;
	localparam AT24C02N_ADDR = 7'b1010000;
	localparam WRITE_CMD = 1'b0;
	localparam READ_CMD = 1'b1;
	localparam READ_ADDR = 8'h00;
	localparam FPGA_CLK_FREQ  = 27_000_000;
	localparam I2C_FREQ 		  = 400_000;
	reg [8:0] counter = FPGA_CLK_FREQ / I2C_FREQ;
	i2c_controller
		#(
     .FPGA_CLK_FREQ(FPGA_CLK_FREQ),   
     .I2C_FREQ(I2C_FREQ)   
     )
     master 
     (
		.clk(clk), 
		.rst(0), 
		.addr(addr), 
		.data_in(data_in), 
		.enable(enable), 
		.data_rdy(data_rdy),
		.write_done(write_done),
		.rw(rw),	
		.data_out(data_out), 
		.ready(ready), 
		.i2c_sda(i2c_sda), 
		.i2c_scl(i2c_scl)
	);
	always @(posedge clk, negedge rst) begin
	if(rst == 0) begin
			state <= IDLE;
			enable <= 1'b0;
		end		
	else begin
		case(state)
				IDLE: begin
					state <= ADDRESS;
					addr <= AT24C02N_ADDR;
					rw <= WRITE_CMD;
					data_in <= READ_ADDR;  
					enable <= 1'b1;
					if(write_done == 1'b1) begin
							state <= WAIT_FOR_BUSY;
							rw <= READ_CMD;
					end
					else begin
						state <= IDLE;
					end
				end
				ADDRESS: begin
					state <= DELAY;
				end
				WRITE: begin
				end
				READ: begin
				end
				DELAY : begin
					state <= DELAY;
				end
				WAIT_FOR_BUSY : begin
					if(ready == 0) begin
						state <= WAIT_FOR_READY; 
					end
					else begin
						state <= WAIT_FOR_BUSY; 
					end
				end
				WAIT_FOR_READY : begin
					if(ready == 1) begin
						state <= WAIT_FOR_BUSY; 
					end
					else begin
						state <= WAIT_FOR_READY; 
					end
				end
			endcase
	end
  end
endmodule
`timescale 1ns / 1ps
module i2c_controller
#( 
    parameter FPGA_CLK_FREQ = 27_000_000,    
    parameter I2C_FREQ = 100_000            
)
(
	input wire clk,
	input wire rst,
	input wire [6:0] addr,
	input wire [7:0] data_in,
	input wire enable,
	input wire rw,
	input wire debug_ack,
	output reg [7:0] data_out,
	output wire ready,
	output reg data_rdy,
	output reg write_done,
	inout i2c_sda,
	inout wire i2c_scl
	);
	localparam IDLE = 0;
	localparam START = 1;
	localparam ADDRESS = 2;
	localparam READ_ACK = 3;
	localparam WRITE_DATA = 4;
	localparam WRITE_ACK = 5;
	localparam READ_DATA = 6;
	localparam READ_ACK2 = 7;
	localparam STOP = 8;
			localparam DIVIDE_BY = FPGA_CLK_FREQ / I2C_FREQ;
	reg [7:0] state;
	reg [7:0] saved_addr;
	reg [7:0] saved_data;
	reg [7:0] counter;
	reg [7:0] counter2 = 0;
	reg [7:0] clk_count = 0; 
	reg write_enable;
	reg sda_out;
	reg i2c_scl_enable = 0;
	reg i2c_clk = 1'b0;
	reg is_ack = 1'b0;
	reg clk_en_rise = 1'b0;
	reg clk_en_fall = 1'b0;
	assign ready = ((rst == 0) && (state == IDLE)) ? 1 : 0;
	assign i2c_scl = (i2c_scl_enable == 0 ) ? 1'bz : ~i2c_clk;  
	assign i2c_sda = (write_enable == 1) ? sda_out : 1'bz;  
always @(posedge clk or posedge rst) begin
    if (rst) begin
        clk_en_rise <= 1'b0;
        clk_en_fall <= 1'b0;
        i2c_clk <= 1'b0;
        clk_count <= 9'b0;
    end else begin
        if (clk_count == 9'd0) begin
            clk_en_rise <= 1'b1;
        end else begin
            clk_en_rise <= 1'b0;
        end
				if (clk_count == 9'd1) begin
            i2c_clk <= ~i2c_clk;
        end
        if (clk_count == (DIVIDE_BY/2) ) begin
            clk_en_fall <= 1'b1;
        end else begin
            clk_en_fall <= 1'b0;
        end
				if (clk_count == (DIVIDE_BY/2) +1) begin
            i2c_clk <= ~i2c_clk;
        end
        if (clk_count == (DIVIDE_BY - 1)) begin
                clk_count <= 9'b0;
        end
        else begin
            clk_count <= clk_count + 1;  
         end
    end
end
	always @(posedge clk, posedge rst) begin
		if(rst == 1) begin
			state <= IDLE;
			i2c_scl_enable <= 0;
			write_enable <= 0;
			data_rdy <= 1'b0;
			write_done <= 1'b0;
		end		
		else begin
			if(clk_en_rise) begin
			data_rdy <= 1'b0;
			write_done <= 1'b0;
			case(state)
				IDLE: begin
					i2c_scl_enable <= 1'b0;  
					if (enable) begin
						state <= START;
						saved_addr <= {addr, rw};
						saved_data <= data_in;
					end
					else begin
						state <= IDLE;
						sda_out <= 1'bz;  
						write_enable <= 1'b0;
					end
				end
				START: begin
					write_enable <= 1'b1;
					sda_out <= 1'b0;		
					state <= ADDRESS;
					counter <= 8;
				end
				ADDRESS: begin
					i2c_scl_enable <= 1'b1;   
					if (counter == 0) begin 
						state <= READ_ACK;
						counter <= 8;
						write_enable <= 1'b0;    
						end 
					else begin 
						counter <= counter - 1;
						sda_out <= saved_addr[counter -1];
						end						
				end
				READ_ACK: begin
					if (is_ack == 1) begin  
						if(saved_addr[0] == 0) begin 
							write_enable <= 1'b1;
							sda_out <= saved_data[counter -1];
							counter <= counter - 1;							
							state <= WRITE_DATA;
						end
						else begin 
							counter <= 8 -1;
							state <= READ_DATA;
						end 
					end 
						else state <= STOP;					 
				end
				WRITE_DATA: begin
					if(counter == 0) begin
						state <= READ_ACK2;
						write_enable <= 0;   
						counter <= 7;
						write_done <= 1'b1;
						end 
					else begin
						counter <= counter - 1;
						sda_out <= saved_data[counter -1];
						end
				end
				READ_ACK2: begin
					saved_data <= data_in;
					if ( (is_ack == 1) && (enable == 1) && rw == 1 ) begin 
						state <= IDLE;   
						sda_out <= 1'b1;
						write_enable <= 1;   
						end
					else if ( (is_ack == 1) && (enable == 1) && rw == 0 ) begin 
						state <= WRITE_DATA;   
						sda_out <= saved_data[counter];
						write_enable <= 1;   
					end
					else begin 
						state <= STOP;			 
						write_enable <= 1;   
						end
				end
				READ_DATA: begin
					if (counter == 0) begin
						data_rdy <= 1'b1;
						state <= WRITE_ACK;
						write_enable <= 1;   
						if(enable == 1 )  
							sda_out <= 0;
						else 
							sda_out <= 1;     
						end
					else counter <= counter - 1;
				end
				WRITE_ACK: begin
					sda_out <= 0;
					if(enable == 1 && rw == 1) begin  
						state <= READ_DATA;
						write_enable <= 0;
						counter <= 8 -1;
					end
					else if (enable == 0) begin
						state <= STOP;     
						write_enable <= 1;
					end		
				end
				STOP: begin
					i2c_scl_enable <= 1'b0;  
					sda_out <= 1'b1;
					state <= IDLE;
				end
			endcase
		end
	end
end
	always @(posedge clk) begin
	if(clk_en_fall) begin
			case(state)
				ADDRESS: begin
				end
				WRITE_DATA: begin 
				end
				READ_DATA: begin
					data_out[counter] <= i2c_sda;
				end
				READ_ACK: begin
					if (i2c_sda == 0) 
						is_ack <= 1;
					else
						is_ack <= 0;
				end
				READ_ACK2: begin
					if (i2c_sda == 0) 
						is_ack <= 1;
					else
						is_ack <= 0;
				end
				STOP: begin
				end
			endcase
		end
end
endmodule
==> design/flow/run.sh <==
#!/bin/bash
# OpenROAD 26Q1-2900-gdf79404cd8, Yosys 0.63+post, stock flow scripts
make -C /OpenROAD-flow-scripts/flow DESIGN_CONFIG=/design/flow/config.mk WORK_HOME=/design/flow/orfs finish
==> design/flow/config.mk <==
export PLATFORM = sky130hd
export DESIGN_NAME = I2C_TOP
export DESIGN_NICKNAME = I2C_TOP
export VERILOG_FILES = /design/flow/design.v
export SDC_FILE = /design/flow/constraint.sdc
export NUM_CORES = 4
export LEC_CHECK = 1
export CORE_UTILIZATION = 40
==> design/flow/constraint.sdc <==
current_design I2C_TOP

set clk_period 3.5
set clk_io_pct 0.2

create_clock -name clk0 -period $clk_period [get_ports {clk}]

set non_clock_inputs [all_inputs -no_clocks]
set_input_delay [expr $clk_period * $clk_io_pct] -clock clk0 $non_clock_inputs
set_output_delay [expr $clk_period * $clk_io_pct] -clock clk0 [all_outputs]
==> out/qor.txt <==
Run Error - [error] [KeplerFormal.cpp:679] Workflow failed: Iso has multiple drivers: .i2c_sda0, i2c_sda$_DFFE_PP_.Q0
gp weighted congestion - 0.872
CTS resizes - 0
DP Worst Slack - 1320 ps
die span in x - 67.5 um
clock sink count - 35
Port Buffers - 1
Mapped Area - 1720 um2
FP Util - 42.3%
Mapped Cells - 170
Ys Warns - 6
Post-synth seq share - 49.7%
YS chip area - 1720 um2
# H-tree levels - 2
Root Driver - clkbuf_8
Commonest flop - dfxtp_1
Post-DP HPWL - 2140 um
CTS buffer count - 5
Synth async-reset ratio - 5.71%
post-synthesis area per instance - 10.1 um2
Post-CTS Setup Bufs - 0
CTS Hold Bufs - 0
Vert. Die Dim - 67.5 um
Synth flops - 35
Clock Tree Buf Depth - 2
placed cell count - 216
ys cells - 170
I/O pin count - 4
status - aborted with a tool error
Failed at - clock tree synthesis (4_1_cts)
row cnt - 23
Yosys cell types - 49
EDFF count, synth - 14
cell families after synthesis:
| logic type | synth area share (%) |
|---|---|
| AND-OR/OR-AND | 13.6 |
| XOR/XNOR | 6.64 |
| adder cells (fa/ha/maj) | 4.38 |
| buffers and inverters | 3.79 |
| flip-flops | 49.7 |
| multiplexers | 1.24 |
| AND/OR/NAND/NOR | 20.7 |
synth_stat cells (all sizes together), types with 2 or more instances:
cell type	instances	area, um2
a2111o	2	22.5
a211o	3	27.5
a21o	2	16.3
a21oi	3	15.0
a31oi	3	18.8
and2	3	18.8
clkbuf	6	23.8
dfxtp	19	380
edfxtp	14	420
ha	6	75.1
inv	11	41.3
nand2	17	63.8
nand3	5	37.5
nand4	2	12.5
nor2	20	75.1
nor2b	3	18.8
nor3	7	35.0
nor4	3	33.8
o21a	2	15.0
o21ai	2	10.0
o2bb2ai	3	26.3
xnor2	5	43.8
xor2	8	70.1
stage by stage:
step | area, um2 | utilization, %
after floorplan | 1720 | -
after global placement | 1770 | 43.7
after detailed placement | 1770 | 43.7
